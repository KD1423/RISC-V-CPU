### design/flow/run.sh
#!/bin/bash
# OpenROAD 26Q1-2900-gdf79404cd8, Yosys 0.63+post, stock flow scripts
make -C /OpenROAD-flow-scripts/flow DESIGN_CONFIG=/design/flow/config.mk WORK_HOME=/design/flow/orfs finish
### design/flow/config.mk
export PLATFORM = sky130hd
export DESIGN_NAME = instr_mem
export DESIGN_NICKNAME = instr_mem
export VERILOG_FILES = /design/flow/design.v
export SDC_FILE = /design/flow/constraint.sdc
export NUM_CORES = 4
export LEC_CHECK = 1
export CORE_AREA = 10 10 70 70
export DIE_AREA = 0 0 80 80
export SYNTH_MEMORY_MAX_BITS = 65536
### design/flow/constraint.sdc
current_design instr_mem

set clk_period 1.0
set clk_io_pct 0.2

create_clock -name clk0 -period $clk_period

set non_clock_inputs [all_inputs -no_clocks]
set_input_delay [expr $clk_period * $clk_io_pct] -clock clk0 $non_clock_inputs
set_output_delay [expr $clk_period * $clk_io_pct] -clock clk0 [all_outputs]
### design/flow/design.v
module instr_mem (
    input [31:0] addr_from_pc,
    output [31:0] instruction
);
reg [31:0] i_mem [255:0]; 
initial begin
    i_mem[0] = 32'h00016183;
    i_mem[1] = 32'h00A00293;         
    i_mem[2] = 32'h00730433;
    i_mem[3] = 32'h02312023;
    i_mem[4] = 32'h02312023;
end
assign instruction = i_mem[addr_from_pc[9:2]];
endmodule
==> flow_metrics.rpt <==
FLOW METRICS REPORT
----------------------------------------------------
[Run status]
  Outcome ........................ finished, violations left
  Violations in the final reports ........................ setup timing

[STA]
  Setup ws final ........................ -0.0549 ns
  Pins over their slew limit ........................ 0
  Maximum clock frequency ........................ 948 MHz
  Endpoints failing setup ........................ 6
  Setup_tns ........................ -0.248 ns
  Unrepaired setup endpoints after global routing ........................ yes
  Final worst-path cycle share ........................ 1.05
  Shortest period the worst path allows ........................ 1.05 ns
  Total count of hold-check failures in the final report ........................ 0

[Drt]
  Total DRC errors in the routed layout ........................ 0
  Routed vias/inst ........................ 2.16
  Post-detailed-route wirelength per cell ........................ 7.74 um
  Number of nets with antenna violations after detailed routing ........................ 0
  Wire length reported by the detailed router ........................ 789 um
  Number of design-rule violations left by the first detailed-router iteration ........................ 1
  Number of antenna diodes ........................ 0
  Detailed-router iteration count before antenna repair ........................ 2
  Vias after detailed routing ........................ 220

[Final layout]
  Multi-input gate area in the final layout ........................ 236 um2
  Final Core Density ........................ 0.139
  Total number of sequential cells ........................ 0
  Fraction of layout cells with a size suffix above 1 ........................ 0.554
  Area taken by flip-flops and latches ........................ 0 um2
  Fillcell total ........................ 400
  Layout Area Growth over Synthesis ........................ 63.8%
  Number of clock buffers in the layout ........................ 0

[Setup path]
  Startpoint class of the critical path ........................ input pin
  Critical path class ........................ in -> out
  Worst endpoint required time ........................ 0.80 ns
  Largest fanout on the critical path ........................ 3
  Worst setup EP type ........................ output pin
  Critical path arrival ........................ 0.85 ns

[Worst hold path]
  Worst hold path depth ........................ 3
  Path class of the lowest-slack min-delay path ........................ in -> out

[Global route]
  Maximum number of pins on one net before global-route repair ........................ 11
  Total GRT Usage ........................ 0.0199
  Overflow after GRT ........................ 0
  Global-route wire length before repair ........................ 1090 um
  Vias in the first global route ........................ 228
  Antenna violations before repair ........................ 0

[Logic synthesis]
  Synth Seq Share ........................ 0
  Cells after Synth ........................ 40
  Post-synthesis cell count from yosys ........................ 40
  Top-area cell share ........................ 0.569
  Avg Cell Area, Syn ........................ 7.26 um2
  Main area contributors after synthesis ........................ sky130_fd_sc_hd__buf_4 57%, sky130_fd_sc_hd__ha_1 17%, sky130_fd_sc_hd__nor2b_1 8.6%, sky130_fd_sc_hd__nand2b_1 6.5%, sky130_fd_sc_hd__or2_1 4.3%
  Ranking of synthesized cells by instance count ........................ 22 x sky130_fd_sc_hd__buf_4, 4 x sky130_fd_sc_hd__ha_1, 4 x sky130_fd_sc_hd__nor2b_1
  Post-Synthesis Cell Area ........................ 290 um2
  Yosys warns ........................ 1
  Distinct cell type count after synthesis ........................ 8
  Post-synthesis chip area from yosys ........................ 290 um2
  Cell taking the most area after synthesis ........................ sky130_fd_sc_hd__buf_4
  Top-count cell post-synth ........................ sky130_fd_sc_hd__buf_4

[Placement]
  Placed wire-length estimate ........................ 734 um
  Setup WS pre-CTS ........................ -0.846 ns
  Routability congestion estimate from global placement ........................ 0.700
  Port bufs ........................ 18

[Floorplan]
  FP Core Util ........................ 0.0850
  FP Rows ........................ 21
  Floorplan core area ........................ 0.00342 mm2
  Die Height ........................ 80 um
  Number of top-level design ports ........................ 64
  Area of the chip ........................ 0.00640 mm2
  Die Span X ........................ 80 um

[Job]
  Max-cap check violation count ........................ 0
  OpenROAD warning count ........................ 66

[Power]
  IR Drop Worst-Case VDD ........................ 0.0353 mV
  Power density over the cells ........................ 253 mW/mm2
  Total leakage power ........................ 0.233 nW

[CTS]
  Hold-fix buffer count after cts ........................ 0

----------------------------------------------------
-- metal layers --
metal / vias to the layer above / track usage / part of all wire
li1: 110 / - / -
met1: 90 / 0.0224 / 0.38
met2: 20 / 0.0353 / 0.47
met3: 0 / 0.00909 / 0.15
met4: 0 / 0 / 0
met5: - / 0 / 0
-- power by group --
group / total (W) / leakage (nW) / internal (W) / switching [W]
logic: 0.000120 / 0.233 / 0.0000743 / 0.0000461
clock network: 0 / 0 / 0 / 0
registers: 0 / 0 / 0 / 0
-- final timing paths --
check	from	to	slack [ns]
max	addr_from_pc[3]	instruction[25]	-0.05
min	addr_from_pc[4]	instruction[8]	0.77
-- layout make-up --
class	instances	area share
repair buffers	23	0.350
inverters	2	0.0316
multi-input cells	31	0.497
well taps	46	0.121
-- repair_timing --
item | in CTS | in global routing
gates resized | 74 | 8
endpoints found under the setup margin | 15 | 14
pin swaps | 3 | 3
setup buffers | 0 | 0
-- layout by cell type (no fill, tap or decap) --
cell / n
sky130_fd_sc_hd__conb_1: 17
sky130_fd_sc_hd__buf_2: 11
sky130_fd_sc_hd__clkbuf_2: 4
sky130_fd_sc_hd__buf_6: 4
sky130_fd_sc_hd__nand2b_1: 3
sky130_fd_sc_hd__nor2b_4: 3
sky130_fd_sc_hd__ha_4: 3
sky130_fd_sc_hd__or2_1: 2
sky130_fd_sc_hd__buf_8: 2
sky130_fd_sc_hd__inv_4: 1
sky130_fd_sc_hd__inv_6: 1
sky130_fd_sc_hd__nor2_1: 1
sky130_fd_sc_hd__nor2b_1: 1
sky130_fd_sc_hd__ha_2: 1
sky130_fd_sc_hd__dlygate4sd2_1: 1
sky130_fd_sc_hd__buf_4: 1
-- critical path, cell delays in order --
cell and delay (ns):
sky130_fd_sc_hd__buf_8 0.10, sky130_fd_sc_hd__buf_6 0.12, sky130_fd_sc_hd__ha_4 0.14, sky130_fd_sc_hd__or2_1 0.19
sky130_fd_sc_hd__buf_2 0.11
-- through the flow --
stage / std cells / total power, W / area [um2] / hold slack, ns
floorplan: 55 / 0.0000771 / 347 / 0.410
global placement: 102 / 0.000121 / 457 / 1.52
detailed placement: 102 / 0.000121 / 457 / 1.52
CTS: 102 / 0.000126 / 485 / 0.799
global route: 102 / 0.000139 / 475 / 0.809
finish: 102 / 0.000120 / 475 / 0.769
-- cell families after synthesis --
logic type               count (synthesis)  share of synthesized area
adder cells (fa/ha/maj)                  4                      0.172
AND/OR/NAND/NOR                         10                      0.207
other                                    2                     0.0259
buffers and inverters                   24                      0.595
No activity file was given, so power comes from the tool's default toggle rates.
