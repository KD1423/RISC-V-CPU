<file path="design/flow/config.mk">
export PLATFORM = sky130hd
export DESIGN_NAME = register
export DESIGN_NICKNAME = register
export VERILOG_FILES = /design/flow/design.v
export SDC_FILE = /design/flow/constraint.sdc
export NUM_CORES = 4
export LEC_CHECK = 1
export CORE_UTILIZATION = 50
</file>
<file path="design/flow/constraint.sdc">
current_design register

set clk_period 9.8
set clk_io_pct 0.2

create_clock -name clk0 -period $clk_period [get_ports {clk}]

set non_clock_inputs [all_inputs -no_clocks]
set_input_delay [expr $clk_period * $clk_io_pct] -clock clk0 $non_clock_inputs
set_output_delay [expr $clk_period * $clk_io_pct] -clock clk0 [all_outputs]
</file>
<file path="design/flow/run.sh">
#!/bin/bash
# OpenROAD 26Q1-2900-gdf79404cd8, Yosys 0.63+post, stock flow scripts
make -C /OpenROAD-flow-scripts/flow DESIGN_CONFIG=/design/flow/config.mk WORK_HOME=/design/flow/orfs finish
</file>
<file path="design/flow/design.v">
module register (
    input clk, 
    input [4:0] r1_address, r2_address, rd_address, 
    input [31:0] rd_data_in,
    input rd_write_enb,
    output [31:0] r1_out, r2_out
);
reg [31:0] regs [31:0];
integer i;
initial begin
    for (i = 1; i < 32; i = i + 1)
        regs[i] = 32'd3;
end 
assign r1_out = (r1_address == 5'd0) ? 32'd0 : regs[r1_address];
assign r2_out = (r2_address == 5'd0) ? 32'd0 : regs[r2_address];
always @(posedge clk) begin
   if (rd_write_enb && rd_address != 5'd0)
      regs[rd_address] <= rd_data_in;
end
endmodule
</file>
==> run notes <==
Status of the implementation.

- After technology mapping, the gate count stands at 2564.
- From the final report, the count of setup violators was given as 0.
- The violation tally recorded at the end of detailed-routing iteration 0 is 1883.
- The required time at the endpoint of the critical path is 7.84 ns, for reference.
- The critical path goes through buf_6, clkinv_2, nor2_2, buf_4, a22oi_1, a311oi_1, clkdlybuf4s50_1.
- The power per standard cell area is 180 mW/mm2, for reference.
- According to the Yosys statistics, the synthesized design has a chip area of 0.0479 mm2.
- The type of element launching the critical path is a primary input, for reference.
- The total chip power is 9.74 mW, for reference.
- The final RePlAce weighted congestion is 0.910, for reference.
- The total of buffers placed on input and output ports is 112, for reference.
- Along the worst hold path, the cell count comes to 2.
- Per the GRT congestion report, total overflow comes to 0.
- The clock tree from TritonCTS is yes, for reference.
- In this run the remaining antenna-violating nets after routing total 0.
- TritonRoute output was used to compute an average wire per cell of 37.4 um.
- The cell total in the yosys stat output is 2564, for reference.
- The run finished with clean final reports.
- For this run, the register share of the synthesized area comes to 64.2%.
- The number of global-route vias before repair is 31600, for reference.
- Counting every sink on the clock net gives 1024.
- After detailed routing, the number of vias per cell comes to 6.90.
- The final critical-path required period is 7.38 ns, for reference.
- The initial antenna violation count is 2.
- The cell with the biggest individual delay on the critical path is sky130_fd_sc_hd__a311oi_1, for reference.
- The cell area that synthesis handed to floorplanning was 0.0479 mm2.
- The number of unique standard cell types used by synthesis is 39, for reference.
- The register clock-pin slew on the reported worst setup and hold paths is 0.06 ns, for reference.
- The overall die width is 312 um, for reference.
- Looking at hold timing, the worst path starts from rd_data_in[14].
- The number of flip-flops in the largest register is 1024, for reference.
- The number of post-CTS setup repair buffers is 0, for reference.
- The flow measured a signed area growth from synthesis to layout of 13.2%.
- The routed layout has 28100 vias.
- CTS reports a maximum clock tree buffer depth of 3.
- Yosys reported that registers with async set or reset make up 0%.
- For this run, design rule violations remaining after detail routing come to 0.
- The overall fraction of global-route tracks in use is 35.9%, for reference.
- The overall die size recorded for this design is 0.0971 mm2.
- The register with the most flip-flops is regs, for reference.
- The average instance in the mapped netlist occupies 18.7 um2.
- The reported leakage power is 17.6 nW, for reference.
- The longest incremental delay of any stage on the critical path is reported as 0.87 ns.
- For this configuration, the core starts out at a cell density of 50.4%.
- From bottom edge to top edge, the die measures 312 um.
- The post-DP HPWL is 85.9 mm, for reference.
- The biggest area consumer among synthesized cells is sky130_fd_sc_hd__edfxtp_1, for reference.
- The number of hold-slack violations in the final timing report is 0, for reference.
- The pre-antenna-repair detailed-routing pass consisted of 5 iterations.
- Sorting the synthesized cells by how often they occur yields sky130_fd_sc_hd__edfxtp_1 (1024), sky130_fd_sc_hd__mux2i_1 (320), sky130_fd_sc_hd__mux4_2 (316).
- The OpenROAD report gives the critical path a data arrival time of 5.42 ns.
- The most critical hold endpoint after final layout shows a slack of 2.09 ns.
- In the final timing run, aggregate negative setup slack is 0 ns.
- The first global-routing pass estimated 219 mm of wire.
- The category of the critical setup timing path is in2out, for reference.
- The worst hold path belongs to the class in2reg.
- Setup repair after global routing left no endpoint under its margin.
- The synthesis report lists the most area-consuming cells as sky130_fd_sc_hd__edfxtp_1 (64%), sky130_fd_sc_hd__mux4_2 (15%), sky130_fd_sc_hd__mux2i_1 (6.7%).
- The fraction of final layout cells sized beyond drive strength 1 is 26.4%, for reference.
- Per the run summary, max-cap violations total 0.
- sky130_fd_sc_hd__edfxtp_1 is the most common cell in the netlist.
- The H-tree level count is 3, for reference.
- The path with the worst hold slack has its endpoint at regs[22][14].
- Counting flops and latches in the post-synthesis netlist gives 1024.
- The maximum fanout count along the critical path is 24, for reference.
- The finished layout reports a core utilization of 57.1%.
- The registers reported with the highest flop counts are regs (1024).
- The final timing report lists a max-slew violation count of 0.
- The number of warnings the tools reported is 26, for reference.
- The region available for standard cell placement spans 0.0950 mm2.
- Per the power-grid run, VDD falls by no more than 0.134 mV.
- The number of hold buffers added after CTS is 0, for reference.
- The number of synthesized flops with an enable pin is 1024, for reference.
- The critical path capture point type is an output pin, for reference.
- At the placement stage, the worst setup path has a slack of 2.50 ns.
- The minimum setup slack in the final design is 2.42 ns, for reference.
- The share of the clock period used by the worst path is 75.3%, for reference.
- In the synthesized netlist the dominant register cell turns out to be sky130_fd_sc_hd__edfxtp_1.
- The worst max-slew margin expressed relative to the limit is 29.6%, for reference.
- The maximum number of pins on one net before global-route repair is 92, for reference.
- The number of gates resized after cts is 0, for reference.
- In this run the count of I/O pins placed on the die edge is 113.
- The number of warnings issued by yosys is 1, for reference.
- The total wirelength of the detailed-routed design is 152 mm, for reference.
- The floorplan has 113 rows.
- The flow reports an fmax of 135 MHz.
- The slew at the pin closest to its max-slew limit is 1.05 ns, for reference.
- The cell sitting at the root of the clock tree is a sky130_fd_sc_hd__clkbuf_16.
- The proportion of netlist area held by the largest area contributor is 64.2%, for reference.
- The number of buffers added by the clock tree synthesis step is 108, for reference.
[how the worst max path moves through the flow]
stage                    startpoint    endpoint  slack (ns)  depth (start not counted)
after CTS             r1_address[2]  r1_out[29]        2.51                          8
after global routing  r1_address[2]  r1_out[29]        2.21                          8
final                 r1_address[0]  r1_out[14]        2.42                          7
[per-stage QoR]
step / instances / instance area, um2
3_5_place_dp: 3879 / 50800
6_report: 4071 / 54200
3_3_place_gp: 3879 / 50800
2_1_floorplan: 2595 / 48000
4_1_cts: 4069 / 54200
5_1_grt: 4069 / 54200
[kinds of logic after synthesis]
kind of cell,synth area share (%)
AOI/OAI and AO/OA,6.15
buffers and inverters,2.44
DFF,64.2
muxes,25.0
other,0.00783
and+or+nand+nor,2.18
[final cells by class]
class	instances	area, um2
clock inverters	56	498
flip-flops and latches	1024	30700
well taps	1265	1580
diodes	2	5.00
inverters	2	8.76
fillers	6918	40800
multi-input cells	1354	16400
repair buffers	234	2100
clock buffers	134	2860
[power breakdown]
group          switching (mW)  internal, mW
sequential             0.0262          4.89
combinational           0.513         0.372
clock                    1.66          2.29
[worst max-delay path: cells and delay by family]
kind            cells  cell delay, ns
simple gates        1            0.44
compound gates      2            1.02
buf+inv             4            1.96
[per-layer routing]
| layer | vias up | wire [um] | GRT usage [%] | part of all wire (%) |
|---|---|---|---|---|
| li1 | 11400 | - | - | - |
| met1 | 13800 | 45300 | 42.6 | 30 |
| met2 | 2488 | 68000 | 48.4 | 45 |
| met3 | 385 | 32400 | 32.6 | 21 |
| met4 | 20 | 5920 | 10.4 | 3.9 |
| met5 | - | 633 | 4.69 | 0.42 |
[cell usage in the layout, fill, tap and decap left out, types with 3 or more instances in the layout]
cell type / netlist / final
sky130_fd_sc_hd__nand2_1: 85 / 85
sky130_fd_sc_hd__a22oi_1: 64 / 64
sky130_fd_sc_hd__a21oi_1: 32 / 32
sky130_fd_sc_hd__buf_8: 0 / 4
sky130_fd_sc_hd__nor2_4: 0 / 33
sky130_fd_sc_hd__nor2b_4: 0 / 5
sky130_fd_sc_hd__nand3b_1: 6 / 6
sky130_fd_sc_hd__a211oi_1: 53 / 53
sky130_fd_sc_hd__o2111ai_1: 10 / 10
sky130_fd_sc_hd__o221ai_1: 64 / 64
sky130_fd_sc_hd__clkinvlp_4: 0 / 5
sky130_fd_sc_hd__clkbuf_1: 98 / 23
sky130_fd_sc_hd__a221oi_1: 38 / 38
sky130_fd_sc_hd__o21ai_0: 50 / 50
sky130_fd_sc_hd__or3b_2: 5 / 4
sky130_fd_sc_hd__clkinv_2: 0 / 23
sky130_fd_sc_hd__mux2_2: 64 / 64
sky130_fd_sc_hd__nor2b_1: 37 / 32
sky130_fd_sc_hd__conb_1: 1 / 32
sky130_fd_sc_hd__o21ai_1: 4 / 4
sky130_fd_sc_hd__buf_12: 0 / 5
sky130_fd_sc_hd__a221oi_2: 16 / 16
sky130_fd_sc_hd__mux4_1: 36 / 36
sky130_fd_sc_hd__a311oi_1: 32 / 32
sky130_fd_sc_hd__bufinv_16: 0 / 9
sky130_fd_sc_hd__edfxtp_1: 1024 / 1024
sky130_fd_sc_hd__buf_4: 53 / 118
sky130_fd_sc_hd__clkdlybuf4s50_1: 0 / 102
sky130_fd_sc_hd__nand4_1: 32 / 32
sky130_fd_sc_hd__buf_2: 50 / 3
sky130_fd_sc_hd__clkbuf_16: 0 / 111
sky130_fd_sc_hd__clkinv_1: 0 / 19
sky130_fd_sc_hd__mux4_2: 316 / 316
sky130_fd_sc_hd__a211oi_2: 11 / 11
sky130_fd_sc_hd__mux2i_1: 320 / 320
Power figures rest on the tool's default switching activity, not on a simulated workload.
